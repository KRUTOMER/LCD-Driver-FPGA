==> design/flow/design.v <==
`timescale 1ns / 100ps
module FIFO
#(parameter DATA_WIDTH=8, ADDR_WIDTH=2, DEPTH=(1<<ADDR_WIDTH))
    (input [DATA_WIDTH-1:0] data_in,
     input clk, reset, rd, wr,
     output empty, full,
     output reg [ADDR_WIDTH:0] fifo_cnt = 0,
     output reg [DATA_WIDTH-1:0] data_out
    );
reg [DATA_WIDTH-1:0] fifo_ram [0:DEPTH-1];  
reg [ADDR_WIDTH-1:0] rd_ptr, rd_ptr_next, wr_ptr, wr_ptr_next;  
reg [ADDR_WIDTH-1:0] fifo_cnt_next;
reg [DATA_WIDTH-1:0] data_out_next;
always @(posedge clk)
  if (reset)
    begin
      rd_ptr <= 0;
      wr_ptr <= 0;
      fifo_cnt <=0;
      data_out <=0;
    end
  else
    begin
      rd_ptr <= rd_ptr_next;
      wr_ptr <= wr_ptr_next;
      fifo_cnt <= fifo_cnt_next;
      data_out <= data_out_next;
    end
assign empty = (fifo_cnt_next==0);  
assign full = (fifo_cnt_next==DEPTH-1);  
always @*  
  begin
    if (wr && !full) fifo_ram[wr_ptr] = data_in;
    else if (wr && rd) fifo_ram[wr_ptr] = data_in;
  end
always @*  
  begin
    data_out_next = data_out;
    if (rd && !empty) data_out_next = fifo_ram[rd_ptr];
    else if (rd && wr && empty) data_out_next = fifo_ram[rd_ptr];
  end
always @*  
  begin
    wr_ptr_next = ((wr && !full)||(wr && rd)) ? wr_ptr + 1'b1 : wr_ptr;
    rd_ptr_next = ((wr && rd)||(rd && !empty)) ? rd_ptr + 1'b1 : rd_ptr;
  end
always @*  
  begin
   if (!wr && rd)
     fifo_cnt_next = (fifo_cnt == 1'b0) ? 1'b0 : fifo_cnt - 1'b1;
   else if (wr && !rd)
     fifo_cnt_next = (fifo_cnt == DEPTH - 1) ? (DEPTH - 1) : fifo_cnt + 1'b1;
   else
     fifo_cnt_next = fifo_cnt;
  end   
endmodule
==> design/flow/run.sh <==
#!/bin/bash
# OpenROAD 26Q1-2900-gdf79404cd8, Yosys 0.63+post, stock flow scripts
make -C /OpenROAD-flow-scripts/flow DESIGN_CONFIG=/design/flow/config.mk WORK_HOME=/design/flow/orfs finish
==> design/flow/config.mk <==
export PLATFORM = sky130hd
export DESIGN_NAME = FIFO
export DESIGN_NICKNAME = FIFO
export VERILOG_FILES = /design/flow/design.v
export SDC_FILE = /design/flow/constraint.sdc
export NUM_CORES = 4
export LEC_CHECK = 1
export CORE_UTILIZATION = 30
==> design/flow/constraint.sdc <==
current_design FIFO

set clk_period 1.5
set clk_io_pct 0.2

create_clock -name clk0 -period $clk_period [get_ports {clk}]

set non_clock_inputs [all_inputs -no_clocks]
set_input_delay [expr $clk_period * $clk_io_pct] -clock clk0 $non_clock_inputs
set_output_delay [expr $clk_period * $clk_io_pct] -clock clk0 [all_outputs]
==> metrics.csv <==
metric,value,unit
status,"finished, final reports clean",
synth_top_cell_by_area,dlxtn_1,
fp.dieW,69.67,µm
hold_viol,0,
core,4384,µm²
drt-initial-drc-count,11,
worst-r2r-cell-count,5,
die_area,4854,µm²
cts.htree.levels,1,
fin_crit_sh,95.62,%
postRouteAntennaNets,0,
drt_wl_total,2.800,mm
cts_tree,yes,
untimed_endpoints,32,
clkLatencyLatePin,0.24,ns
vias_per_cell,4.724,
synth.distinct_cells,29,
fill_cells,397,
crit_start,fifo_cnt[0]$_SDFF_PP0_,
ys.flop_type,dlxtn_1,
areaGrowthSynthToFinish,33.70,%
cp.required,1.20,ns
p_per_area,646.7,nW/µm²
tns,0,ns
die_h,69.67,µm
clk_pin_slew,0.06,ns
crit_path_end,full,
ys.warnings.count,2,
firstDrtPassIters,4,
dp_hpwl,1.978,mm
rows,24,
post-route-util,41.89,%
ys_area,1374,µm²
syn_inst,139,
ir_drop,0.0004929,V
end_kind,primary output,
place_congestion,0.7672,
r2r-start,rd_ptr[0]$_SDFFE_PP0P_,
min_period,1.434,ns
clockBufferDepth,2,
synthArstFlopShare,0,%
enable_flop_cells,0,
grt_pass1_vias,1008,
drc,0,
r2r-end,data_out[4]$_SDFFE_PP0P_,
drv_cap,0,
setup_violations,0,
grt_usage,11.73,%
drv_slew,0,
grt_max_degree,17,
drive_above_1_share,18.75,%
synthesis.area,1374,µm²
ctsHoldBuffers,0,
cp.arrival,1.13,ns
ys_cells,139,
antenna_cells,0,
power_leakage,0.8162,nW
synth_area_per_cell,9.884,µm²
worstHoldPathType,register to register,
numSynthFlops,46,
unclocked_pins,32,
wire_per_inst,12.28,µm
critical_path_class,register to primary output,
fin_skew,0.001050,ns
portBuffers,23,
setup.worst_path.start_class,register,
cts_made_buffers,3,
crit_fanout,3,
r2r_slack,0.12,ns
max_freq,0.6972,GHz
grt_antenna_before_repair,0,
via_count,1077,
rsz0062_at_grt,false,
io_pins,25,
synth.top_cells.by_area,"dlxtn_1 35%, dfxtp_1 20%, a21oi_1 7.3%, ha_1 7.3%, a22o_1 5.1%",
warnings,31,
initCoreUtil,31.34,%
cts-root-buf,clkbuf_8,
grt_pass1_wl,4.554,mm
gr-total-overflow,0,
preCtsSetupSlack,-0.4729,ns
finalPower,1.188,mW
top_cell_area_share,34.97,%
layout_setup_ws,0.06565,ns
## per-layer routing
layer / routed length, µm / global-route usage, % / vias up / part of all wire [%]
li1: - / - / 549 / -
met2: 1276 / 19.63 / 27 / 46
met5: 0 / 0 / - / 0
met4: 4 / 0.4444 / 0 / 0.14
met1: 1340 / 15.94 / 499 / 48
met3: 179 / 3.982 / 2 / 6.4
## synth_stat cells (all sizes together), types with 2 or more instances
| cell | count |
|---|---|
| a21oi | 20 |
| a22o | 8 |
| a22oi | 8 |
| buf | 4 |
| clkbuf | 3 |
| dfxtp | 14 |
| dlxtn | 32 |
| ha | 8 |
| inv | 5 |
| nand2 | 6 |
| nand3b | 2 |
| nor2 | 7 |
| nor2b | 9 |
| o21ai | 4 |
## where the power goes
group	internal (mW)	switching, mW
combinational	0.176	0.144
sequential	0.475	0.0299
clock	0.232	0.130
## worst max-delay path, stage by stage, from the launching register on
cell and delay, ns:
dfxtp_4 0.36, nor2_4 0.10, o21ai_2 0.08, and2_1 0.13
dlygate4sd2_1 0.23
## logic make-up after synthesis
family | synth area share, %
compound gates | 19.76
xor+xnor | 0.6376
fa+ha+maj | 7.286
buf+inv | 4.372
flops | 20.40
latches | 34.97
mux | 0.7286
other cells | 0.2730
simple gates | 11.57
## cell type report
cell class | instances | area [µm²] | area share, %
Clock buffer | 4 | 55.05 | 2.997
Tap cell | 52 | 65.06 | 3.542
Timing Repair Buffer | 40 | 359.1 | 19.55
Sequential cell | 46 | 764.5 | 41.62
Multi-Input combinational cell | 81 | 574.3 | 31.27
Inverter | 5 | 18.77 | 1.022
## metrics by stage
| step | hold WS, ns | instances | area [µm²] |
|---|---|---|---|
| 5_1_grt | 0.4966 | 228 | 1837 |
| 4_1_cts | 0.4830 | 229 | 1826 |
| 3_5_place_dp | 0.4650 | 217 | 1703 |
| 2_1_floorplan | 0.4097 | 139 | 1374 |
| 3_3_place_gp | 0.4647 | 217 | 1703 |
| 6_report | 0.4792 | 228 | 1837 |
## cells in the final DEF, fill, tap and decap left out, types with 3 or more instances in the layout
cell,instances
nor2b_1,8
clkbuf_8,4
dlxtn_1,32
ha_2,3
buf_4,14
a21oi_1,20
ha_1,5
dfxtp_1,13
nor2_1,5
buf_6,3
a22oi_1,8
a22o_1,8
inv_1,5
clkdlybuf4s50_1,18
nand2_1,5
dlygate4sd2_1,4
## timing repair
action	in CTS	in global routing
gates resized	11	9
endpoints found under the setup margin	4	9
endpoints found under the hold margin	0	0
pin swaps	4	2
buffers inserted	8	0
## registers in the layout, summed over array words and instances (netlist names)
| name | count |
|---|---|
| rd_ptr | 2 |
| fifo_cnt | 2 |
| data_out | 8 |
| fifo_ram | 32 |
| wr_ptr | 2 |
## worst min-delay path by stage
stage | to | startpoint | cells past startpoint
after CTS | data_out[3]$_SDFFE_PP0P_ | data_out[3]$_SDFFE_PP0P_ | 1
after global routing | data_out[3]$_SDFFE_PP0P_ | data_out[3]$_SDFFE_PP0P_ | 1
final | data_out[1]$_SDFFE_PP0P_ | data_out[1]$_SDFFE_PP0P_ | 1
Power and IR drop assume default switching activity.
