`./design.v`:
```
`timescale 1ns / 100ps
module LCD_control(
       input wire clk, reset, start,
       input wire [7:0] DATA_in,
       input wire [1:0] operation,
       output reg [2:0] STATE = 0,
       output reg [1:0] SUBSTATE = 0,
       output reg [19:0] count_timer = 0,
       output reg [3:0] DATA_out,
       output reg LCD_RS, LCD_RW, LCD_E, ready  
    );
localparam [19:0] t_40ns = 1;  
localparam [19:0] t_250ns = 6;  
localparam [19:0] t_42us = 1008;  
localparam [19:0] t_100us = 2400;  
localparam [19:0] t_1640us = 39360;  
localparam [19:0] t_4100us = 98400;  
localparam [19:0] t_15000us = 36000;  
localparam [7:0] INITIAL = 8'b0011_0000,  
                 SETUP = 8'b0010_1000,  
                 RETURN_HOME = 8'b0000_0010,  
                  DISPLAY_ON = 8'b0000_1100,  
                 ALL_ON = 8'b0000_1111,  
                 ALL_OFF = 8'b0000_1000,  
                 CLEAR = 8'b0000_0001,  
                 ENTRY_N = 8'b0000_0110,  
                 CURSOR_SHIFT_L = 8'b0001_0000,  
                 CURSOR_SHIFT_R = 8'b0001_0100,  
                 DISPLAY_SHIFT_L = 8'b0001_1000,  
                 DISPLAY_SHIFT_R = 8'b0001_1100;  
reg flag_250ns = 0, flag_42us = 0, flag_100us = 0, flag_1640us = 0, flag_4100us = 0, flag_15000us = 0;
reg flag_reset = 1;  
always @(posedge clk)
  if (flag_reset)
    begin
      count_timer <= 0;
      flag_250ns <= 0;
      flag_42us <= 0;
      flag_100us <= 0;
      flag_1640us <= 0;
      flag_4100us <= 0;
      flag_15000us <= 0;
    end
  else
    begin
      if (count_timer >= t_250ns) flag_250ns <= 1;
      else flag_250ns <= 0;
      if (count_timer >= t_42us) flag_42us <= 1;
      else flag_42us <= 0;
      if (count_timer >= t_100us) flag_100us <= 1;
      else flag_100us <= 0;
      if (count_timer >= t_1640us) flag_1640us <= 1;
      else flag_1640us <= 0;    
      if (count_timer >= t_4100us) flag_4100us <= 1;
      else flag_4100us <= 0;     
      if (count_timer >= t_15000us) flag_15000us <= 1;
      else flag_15000us <= 0;     
      count_timer <= count_timer + 1;
    end
always @(posedge clk)
  begin
    LCD_RW <= 0;
    LCD_E <= LCD_E;
    DATA_out <= DATA_out;
    SUBSTATE <= SUBSTATE;
    flag_reset <= flag_reset;
    flag_250ns <= flag_250ns;
      case (STATE) 
           0: begin
             LCD_RS <= 1'b0;
             DATA_out <= 0;
             ready <= 0;
             STATE <= STATE;
             SUBSTATE <= 0;
             if (SUBSTATE == 0) begin
             if (flag_15000us) begin
               SUBSTATE <= SUBSTATE + 1;
               flag_reset <= 1; end
             else begin
                SUBSTATE <= SUBSTATE;
                flag_reset <= 0; end
            end
                 if (SUBSTATE == 1) begin
                 LCD_E <= 1;
                 DATA_out <= INITIAL [7:4];  
                 STATE <= STATE;
                 flag_reset <= 0;
                   if (flag_250ns == 1) begin
                      LCD_E <=0;
                      SUBSTATE <= SUBSTATE;
                      flag_reset <= 0; end
                  else if (flag_4100us == 1) begin
                      LCD_E <= 0;
                      SUBSTATE <= SUBSTATE + 1;
                      flag_reset <= 1; end
                   else begin
                     LCD_E <= 0;
                     SUBSTATE <= SUBSTATE;
                     flag_reset <= 0; end
                 end
                   if (SUBSTATE == 2) begin
                     LCD_E <= 1;
                     DATA_out <= INITIAL [7:4];  
                     STATE <= STATE;
                     flag_reset <= 0;
                      if (flag_250ns == 1) begin
                          LCD_E <=0;
                          SUBSTATE <= SUBSTATE;
                          flag_reset <= 0; end
                       else if (flag_100us == 1) begin
                          LCD_E <= 0;
                          SUBSTATE <= SUBSTATE + 1;
                          flag_reset <= 1; end
                       else begin
                         LCD_E <= 0;
                         SUBSTATE <= SUBSTATE;
                         flag_reset <= 0; end 
                     end
                     if (SUBSTATE == 3) begin
                       LCD_E <= 1;
                       DATA_out <= INITIAL [7:4];  
                       STATE <= STATE;
                       flag_reset <= 0;
                        if (flag_250ns == 1) begin
                            LCD_E <= 0;
                            SUBSTATE <= SUBSTATE;
                            flag_reset <= 0; end 
                         if (flag_42us == 1) begin
                            LCD_E <= 0;
                            SUBSTATE <= 0;
                            STATE <= STATE + 1;
                            flag_reset <= 1; end
                         else begin
                           LCD_E <= 0;
                           STATE <= STATE;
                           SUBSTATE <= SUBSTATE;
                           flag_reset <= 0; end 
                       end
                     end
           1: begin
              LCD_RS = 0;
              DATA_out = DATA_out;
              ready = 0;
              STATE = STATE;
              if (SUBSTATE == 0) begin
                LCD_E <= 1;
                DATA_out <= SETUP [7:4];
                STATE <= STATE;
                if (flag_250ns == 1) begin
                  LCD_E <= 0;
                  flag_reset <= 1;
                  SUBSTATE <= SUBSTATE + 1; end
                else begin
                  LCD_E <= 1;
                  flag_reset <= 0;
                  SUBSTATE <= SUBSTATE; end
              end              
              if (SUBSTATE == 1) begin
                 LCD_E <= 1;
                 DATA_out <= SETUP [3:0];
                 STATE <= STATE;
                  if (flag_250ns == 1) begin
                    LCD_E <= 0;
                    flag_reset <= 1;
                    SUBSTATE <= SUBSTATE + 1; end
                  else begin
                    LCD_E <= 1;
                    flag_reset <= 0;
                    SUBSTATE <= SUBSTATE; end
              end
               if (SUBSTATE == 2) begin
                 LCD_E <= 0;
                 DATA_out <= DATA_out;
                   if (flag_100us == 1) begin
                     flag_reset <= 1;
                     SUBSTATE <= 0;
                     STATE <= STATE + 1;
                      end
                   else begin
                     SUBSTATE <= SUBSTATE;
                     STATE <= STATE;
                     flag_reset <= 0; end
              end
           end
           2: begin
                LCD_RS <= 0;
                DATA_out <= DATA_out;
                ready <= 0;
                STATE <= STATE;
                if (SUBSTATE == 0) begin
                  LCD_E <= 1;
                  DATA_out <= DISPLAY_ON [7:4];
                  if (flag_250ns == 1) begin
                    LCD_E <= 0;
                    flag_reset <= 1;
                    SUBSTATE <= SUBSTATE + 1; end
                  else begin
                    LCD_E <= 1;
                    flag_reset <= 0;
                    SUBSTATE <= SUBSTATE; end
                end
                if (SUBSTATE == 1) begin
                  LCD_E <= 1;
                  DATA_out <= DISPLAY_ON [3:0];
                  if (flag_250ns == 1) begin
                    LCD_E <= 0;
                    flag_reset <= 1;
                    SUBSTATE <= SUBSTATE + 1; end
                  else begin
                    LCD_E <= 1;
                    flag_reset <= 0;
                    SUBSTATE <= SUBSTATE; end
                end
                if (SUBSTATE == 2) begin
                  LCD_E <= 0;
                  DATA_out <= DATA_out;
                  if (flag_100us) begin
                    flag_reset <= 1;
                    SUBSTATE <= 0;
                    STATE <= STATE + 1; end
                  else begin
                    flag_reset <= 0;
                    SUBSTATE <= SUBSTATE;
                    STATE <= STATE; end
                end
             end
           3: begin
              LCD_RS <= 0;
              DATA_out <= DATA_out;
              ready <= 0;
              STATE <= STATE;
              if (SUBSTATE == 0) begin
                LCD_E <= 1;
                DATA_out <= ENTRY_N [7:4];
                  if(flag_250ns == 1) begin
                    LCD_E <= 0;
                    flag_reset <= 1;
                    SUBSTATE <= SUBSTATE + 1; end
                  else begin
                    LCD_E <= 1;
                    flag_reset <= 0;
                    SUBSTATE <= SUBSTATE; end
              end
              if (SUBSTATE == 1) begin
                LCD_E <= 1;
                DATA_out <= ENTRY_N [3:0];
                  if (flag_250ns == 1) begin
                    LCD_E <= 0;
                    flag_reset <= 1;
                    SUBSTATE <= SUBSTATE + 1; end
                  else begin
                    LCD_E <= 1;
                    flag_reset <= 0;
                    SUBSTATE <= SUBSTATE; end
              end
              if (SUBSTATE == 2) begin
                LCD_E <= 0;
                DATA_out <= DATA_out;
                STATE <= STATE;
                  if (flag_100us == 1) begin
                    flag_reset <= 1;
                    STATE <= STATE + 1;
                    SUBSTATE <= 0; end
                  else begin
                    flag_reset <= 0;
                    STATE <= STATE;
                    SUBSTATE <= SUBSTATE; end
              end
           end
            4: begin
               LCD_RS <= 0;
               ready <= 0;
               DATA_out <= DATA_out;
               STATE <= STATE;
               if (SUBSTATE == 0) begin
                 LCD_E <= 1;
                 DATA_out <= CLEAR [7:4];
                   if (flag_250ns == 1) begin
                     flag_reset <= 1;
                     SUBSTATE <= SUBSTATE + 1;end
                   else begin
                     flag_reset <= 0;
                     SUBSTATE <= SUBSTATE; end
               end
               if (SUBSTATE == 1) begin
                 LCD_E <= 1;
                 DATA_out <= CLEAR [3:0];
                   if (flag_250ns == 1) begin
                     flag_reset <= 1;
                     SUBSTATE <= SUBSTATE + 1; end
                   else begin
                     flag_reset <= 0;
                     SUBSTATE <= SUBSTATE; end
               end
               if (SUBSTATE == 2) begin
                 LCD_E <= 0;
                 DATA_out <= DATA_out;
                 STATE <= STATE;
                   if (flag_1640us == 1) begin
                     flag_reset <= 1;
                     SUBSTATE <= 0;
                     STATE <= 7; end
                   else begin
                     flag_reset <= 0;
                     SUBSTATE <= SUBSTATE;
                     STATE <= STATE; end
               end
           end
            5: begin
               LCD_RS <= 0;
               ready <= 0;
               STATE <= STATE;
               if (SUBSTATE == 0) begin
                 LCD_E <= 1;
                 DATA_out <= DATA_in [7:4];
                   if (flag_250ns == 1) begin
                     flag_reset <= 1;
                     SUBSTATE <= SUBSTATE + 1; end
                   else begin
                     flag_reset <= 0;
                     SUBSTATE <= SUBSTATE; end
               end
               if (SUBSTATE == 1) begin
                 LCD_E <= 1;
                 DATA_out <= DATA_in [3:0];
                   if (flag_250ns == 1) begin
                     flag_reset <= 1;
                     SUBSTATE <= SUBSTATE + 1; end
                   else begin
                     flag_reset <= 0;
                     SUBSTATE <= SUBSTATE; end
               end
               if (SUBSTATE == 2) begin
                 LCD_E <= 0;
                 DATA_out <= DATA_out;
                 STATE <= STATE;
                   if (flag_100us) begin
                     flag_reset <= 1;
                     SUBSTATE <= 0;
                     STATE <= 7; end
                   else begin
                     flag_reset <= 0;
                     SUBSTATE <= SUBSTATE;
                     STATE <= STATE; end
               end
            end
           6: begin
              LCD_RS <= 1;
              ready <= 0;
              STATE <= STATE;
                if (SUBSTATE == 0) begin
                  LCD_E <= 1;
                  DATA_out <= DATA_in [7:4];
                    if (flag_250ns) begin
                      flag_reset <= 1;
                      LCD_E <= 0;
                      SUBSTATE <= SUBSTATE + 1; end
                    else begin
                      flag_reset <= 0;
                      LCD_E <= 1;
                      SUBSTATE <= SUBSTATE; end
              end
              if (SUBSTATE == 1) begin
                LCD_E <= 1;
                DATA_out <= DATA_in [3:0];
                  if (flag_250ns) begin
                    flag_reset <= 1;
                    LCD_E <= 0;
                    SUBSTATE <= SUBSTATE + 1; end
                  else begin
                    flag_reset <= 0;
                    LCD_E <= 1;
                    SUBSTATE <= SUBSTATE; end
              end
              if (SUBSTATE == 2) begin
                LCD_E <= 0;
                DATA_out <= DATA_out;
                STATE <= STATE;
                  if (flag_4100us) begin
                    flag_reset <= 1;
                    SUBSTATE <= 0;
                    STATE <= 7; end
                  else begin
                    flag_reset <= 0;
                    SUBSTATE <= SUBSTATE;
                    STATE <= STATE; end
              end
           end
     default: begin  
              LCD_RS <= LCD_RS;
              DATA_out <= DATA_out;
              LCD_E <= 0;
              ready <= 1; 
                if (start == 1 && reset == 0) begin
                  case (operation) 00: STATE <= STATE;
                                   01: STATE <= 6;  
                                   10: STATE <= 5;  
                                   11: STATE <= 4;  
                                   default: STATE <= STATE;
                  endcase
                end
                else if (reset == 1)
                   STATE <= 0;
     end
  endcase            
end           
endmodule
```
`./run.sh`:
```
#!/bin/bash
# OpenROAD 26Q1-2900-gdf79404cd8, Yosys 0.63+post, stock flow scripts
make -C /OpenROAD-flow-scripts/flow DESIGN_CONFIG=/design/flow/config.mk WORK_HOME=/design/flow/orfs finish
```
`./config.mk`:
```
export PLATFORM = sky130hd
export DESIGN_NAME = LCD_control
export DESIGN_NICKNAME = LCD_control
export VERILOG_FILES = /design/flow/design.v
export SDC_FILE = /design/flow/constraint.sdc
export NUM_CORES = 4
export LEC_CHECK = 1
export CORE_UTILIZATION = 30
```
`./constraint.sdc`:
```
current_design LCD_control

set clk_period 4.2
set clk_io_pct 0.2

create_clock -name clk0 -period $clk_period [get_ports {clk}]

set non_clock_inputs [all_inputs -no_clocks]
set_input_delay [expr $clk_period * $clk_io_pct] -clock clk0 $non_clock_inputs
set_output_delay [expr $clk_period * $clk_io_pct] -clock clk0 [all_outputs]
```
==> run_results.csv <==
group,metric,value,unit
route,postRouteAntennaNets,0,
critical_path,path_max_fanout,16,
finish,lay_top_count,"clkdlybuf4s50_1",
clock_tree,cts.sinks,38,
worst_hold_path,min_path_type,"reg2reg",
floorplanning,dieArea,7930,sq um
critical_path,r2r_cells,5,
floorplanning,fp_util,0.312,
timing,final_max_slew_viol_count,0,
critical_path,cp.depth,1,
timing,worst_pin_slew,511,ps
yosys,synth_cell_type_count,50,
route,vias_per_cell,5.04,
yosys,syn_inst,258,
pwr,intPower,1140,uW
route,avgRoutedWirePerCell,13.0,um
critical_path,crit_type,"reg2out",
route,n_antenna_cell,0,
pwr,power.density,637,nW/um^2
run_status,status,"finished clean",
critical_path,crit_path_start,"STATE[2]",
critical_path,end_kind,"output port",
critical_path,r2r-start,"STATE[2]",
route,routed_wl,5200,um
yosys,synth_seq_share,0.387,
critical_path,start_kind,"register",
finish,drive_above_1_share,0.0467,
clock_tree,cts-resized-gates,0,
timing,slew_headroom,0.656,
global_routing,grt_overflow,0,
floorplanning,ios,46,
clock_tree,cts_tree,"yes",
pwr,power.switching,718,uW
clock_tree,insertion_delay,300,ps
pwr,peakVddDrop,0.235,mV
timing,fmax,428,MHz
clock_tree,path_clk_slew,90,ps
timing,fin_tns_setup,0,ps
critical_path,r2r_end,"DATA_out[3]",
floorplanning,die_y,89.1,um
timing,min_period,2340,ps
place,dp_hpwl,3740,um
pwr,pwr-share-seq,0.339,
critical_path,crit_family,"flip-flops",
route,drt_first_pass_iters,4,
clock_tree,cts_made_buffers,5,
critical_path,critPathCapture,"STATE[2]",
critical_path,critical-path-max-stage-delay,640,ps
clock_tree,cts_root_buf,"clkbuf_8",
yosys,ys_cells,258,
run,maxCapViolations,0,
floorplanning,rows,31,
place,gp_congestion,0.867,
clock_tree,post_cts_buffers,0,
pwr,leakagePower,0.00109,uW
route,drc,0,
global_routing,grt_max_degree,28,
timing,grt_setup_unrepaired,"no",
place,dpl.cell_count,391,
yosys,synth_flops,38,
yosys,syn_avg_cell_area,8.81,sq um
global_routing,antenna_found_initial,0,
yosys,ys_area,2270,sq um
critical_path,path_cells,"clkdlybuf4s50_1",
yosys,netlist_area,2270,sq um
timing,setup_violations,0,
critical_path,slowest_stage,"edfxtp_1",
finish,final_cells,399,
critical_path,crit_buf_inv,1,
floorplanning,coreArea,7290,sq um
yosys,synthArstFlopShare,0,
yosys,edf_count,12,
timing,finalClockPeriodUsage,0.557,
global_routing,grt_pass1_vias,1800,
floorplanning,die_w,89.1,um
pwr,combPwrFrac,0.479,
timing,hold_viol,0,
clock_tree,ctsHoldBuffers,0,
clock_tree,h-tree-depth,2,
route,first_iter_violations,73,
global_routing,grtUsageTotal,0.141,
finish,lay_top_cells,"clkdlybuf4s50_1, dfxtp_1, nor2_1",
yosys,ff_type,"dfxtp_1",
timing,final.setup_skew,15.9,ps
global_routing,grt_pass1_wl,8650,um
pwr,pwr-share-clk,0.182,
run,warning_count,35,
clock_tree,cts_buffer_depth,2,
place,port_buffers,44,
finish,area_growth,28.3,%
critical_path,critPathRequiredTime,3360,ps
critical_path,reg2reg_slack,1920,ps
route,vias,2009,
pwr,swShare,0.386,
critical_path,arrival,1500,ps
yosys,ys_warn_count,3,
power by group through the flow:
stage / clock [uW] / sequential [uW] / combinational, uW
final: 339 / 629 / 891
after global routing: 365 / 645 / 1000
after CTS: 349 / 630 / 898
worst min path at each step:
stage	from	to	slack [ps]	depth (start not counted)
CTS	count_timer[0]	count_timer[0]	500	1
global route	count_timer[0]	count_timer[0]	530	1
finish	count_timer[0]	count_timer[0]	490	1
routing by layer:
metal	GRT usage	share of wire	up-vias
met1	0.215	0.49	918
met3	0.0234	0.063	6
met5	0	0	-
met4	0.0130	0.0098	0
li1	-	-	1026
met2	0.225	0.44	59
stage by stage:
stage	hold slack (ps)	cell area [sq um]	total power (uW)	setup WS (ps)	util
global placement	475	2790	1530	1970	0.382
floorplan	437	2270	1210	2120	-
CTS	503	2920	1880	1870	0.400
finish	492	2920	1860	1860	0.400
detailed placement	482	2790	1530	1900	0.382
global route	526	2920	2010	1790	0.400
synth_stat cells (all sizes together), types with 2 or more instances:
cell / number / share of area
a22o: 3 / 0.012
edfxtp: 12 / 0.16
dfxtp: 26 / 0.23
and3: 2 / 0.0055
nor3: 8 / 0.018
xor2: 9 / 0.035
nand2b: 4 / 0.011
nor2: 24 / 0.040
nand4: 5 / 0.017
o221ai: 2 / 0.0077
and2: 5 / 0.014
o211ai: 3 / 0.0099
clkbuf: 7 / 0.016
a21oi: 15 / 0.033
nand3: 7 / 0.021
ha: 13 / 0.072
or3: 5 / 0.014
nand2: 19 / 0.031
nor4: 6 / 0.017
o31ai: 6 / 0.020
nor3b: 3 / 0.0099
inv: 14 / 0.023
and4: 6 / 0.025
a31oi: 5 / 0.014
a211oi: 3 / 0.0099
buf: 4 / 0.0088
xnor2: 2 / 0.0077
a211o: 3 / 0.012
o21ai: 11 / 0.024
mux2i: 2 / 0.0088
or4: 3 / 0.0099
nor2b: 9 / 0.025
state kept, by name (all words and copies together), names as in the netlist, 2 cells and up:
name         cells
STATE            3
DATA_out         4
count_timer     20
SUBSTATE         2
final cells by class:
| type | count | area, sq um |
|---|---|---|
| fillers | 732 | 4380 |
| multi-input cells | 195 | 1280 |
| flip-flops and latches | 38 | 881 |
| repair buffers | 45 | 448 |
| well taps | 99 | 124 |
| clock buffers | 7 | 119 |
| inverters | 14 | 52.6 |
| clock inverters | 1 | 8.76 |
cells by family after synthesis:
logic type | Yosys count | synth area share
AOI/OAI and AO/OA | 60 | 0.176
xor gates and xnor gates | 11 | 0.0424
adders and majority gates | 13 | 0.0715
buffers and inverters | 25 | 0.0479
DFF | 38 | 0.387
muxes | 3 | 0.0138
other | 1 | 0.00165
and+or+nand+nor | 107 | 0.259
Power and IR drop assume default switching activity.
