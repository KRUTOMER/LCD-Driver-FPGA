## flow/run.sh

```bash
#!/bin/bash
# OpenROAD 26Q1-2900-gdf79404cd8, Yosys 0.63+post, stock flow scripts
make -C /OpenROAD-flow-scripts/flow DESIGN_CONFIG=/design/flow/config.mk WORK_HOME=/design/flow/orfs finish
```

## flow/config.mk

```make
export PLATFORM = sky130hd
export DESIGN_NAME = UART_receiver
export DESIGN_NICKNAME = UART_receiver
export VERILOG_FILES = /design/flow/design.v
export SDC_FILE = /design/flow/constraint.sdc
export NUM_CORES = 4
export LEC_CHECK = 1
export CORE_AREA = 10 10 93 93
export DIE_AREA = 0 0 103 103
```

## flow/constraint.sdc

```tcl
current_design UART_receiver

set clk_period 3.9
set clk_io_pct 0.2

create_clock -name clk0 -period $clk_period [get_ports {clk}]

set non_clock_inputs [all_inputs -no_clocks]
set_input_delay [expr $clk_period * $clk_io_pct] -clock clk0 $non_clock_inputs
set_output_delay [expr $clk_period * $clk_io_pct] -clock clk0 [all_outputs]
```

## flow/design.v

```verilog
`timescale 1ns / 100ps
module UART_receiver
#(parameter FREQ = 24_000_000,
            BAUD_RATE = 9600)
(
    input wire clk,
    input wire DATA_serial,
    output reg done_tick = 0,
    output wire [7:0] DATA_byte
    );
reg [11:0] clk_counter_reg = 0;
reg [11:0] clk_counter_next;
reg data_bit, data_bit2;
reg [2:0] bit_index_reg = 0;
reg [2:0] bit_index_next;
reg [7:0] byte_bit = 0;
reg [2:0] STATE_reg = 0;
reg [2:0] STATE_next;
always @(posedge clk)
  begin
    data_bit2 <= DATA_serial;
    data_bit <= data_bit2;
    STATE_reg <= STATE_next;
    clk_counter_reg <= clk_counter_next;
    bit_index_reg <= bit_index_next;
    if (bit_index_next != bit_index_reg) byte_bit <= {data_bit, byte_bit[7:1]};
  end
localparam [2:0] IDLE = 3'b000,
                 START_BIT = 3'b001,
                 DATA_TRANSFER = 3'b010,
                 STOP_BIT = 3'b011,
                 DONE = 3'b100;
always @*
  begin
    done_tick = 0;
    clk_counter_next = clk_counter_reg;
    bit_index_next = bit_index_reg;
    STATE_next = STATE_reg;
      case (STATE_reg) IDLE: begin
                               if (data_bit == 0) 
                                 STATE_next = START_BIT;
                               else
                                 STATE_next = IDLE;
                             end
           START_BIT: begin
                        if (clk_counter_next == ((FREQ/2/BAUD_RATE)-1)) 
                          if (data_bit == 0) begin 
                            clk_counter_next = 0;  
                            STATE_next = DATA_TRANSFER; end
                          else 
                            STATE_next = IDLE; 
                        else begin
                          clk_counter_next = clk_counter_reg + 1;
                          STATE_next = START_BIT;
                        end
                      end
       DATA_TRANSFER: begin
                        if (clk_counter_next < ((FREQ/BAUD_RATE)-1)) begin
                          clk_counter_next = clk_counter_reg + 1;  
                          STATE_next = DATA_TRANSFER; end
                        else begin
                          clk_counter_next = 0;
                            if (bit_index_next < 7) begin
                              bit_index_next = bit_index_reg + 1;
                              STATE_next = DATA_TRANSFER; end
                            else begin
                              bit_index_next = 0;
                              STATE_next = STOP_BIT; end
                        end
                     end
           STOP_BIT: begin
                       if (clk_counter_next < ((FREQ/BAUD_RATE)-1)) begin
                         clk_counter_next = clk_counter_reg + 1;
                         STATE_next = STOP_BIT; end
                       else begin
                         clk_counter_next = 0;
                         STATE_next = DONE; end
                     end
           DONE: begin
                     done_tick = 1;
                     STATE_next = IDLE;
                     end
             default: STATE_next = IDLE;
  endcase
end
assign DATA_byte = byte_bit;   
endmodule
```

==> Slide: Implementation Results <==
Implementation Results

Setup path
  – Critical path data required time: ~3.1 ns
  – Slowest stage delay, CP: 0.46 ns
  – Slowest stage cell, crit path: clkdlybuf4s50_1
  – CP delay by family, top: buffers and inverters
  – CP max FO: 7
  – Worst path bufs/invs: 1
  – Crit Path Category: reg2out
  – Arr. time, crit path: 1.37 ns
  – Crit path cell chain: nor2_1 -> and2_1 -> clkdlybuf4s50_1
  – Startpoint Class: flop
  – Critical Path End Type: primary output

Floorplanning
  – Die area: around 0.011 mm^2
  – Die X: slightly above 100 um
  – Core area: just under 0.007 mm^2
  – FP Util: between 10% and 20%
  – Die Span Y: between 100 and 150 um
  – IO Count: 11
  – Num rows: 30

Place
  – GPL Wtd Cong: 0.850
  – Area after DPL: 0.00151 mm^2
  – IO Port Bufs: 10
  – Post-detail-place hpwl: around 1600 um

GRT
  – GRT Util Overall: around 4.3%
  – Global-route wire length before repair: between 3000 and 4000 um
  – Antenna violations before repair: 0
  – Vias in the first global route: a little under 800
  – GRT overflow: 0
  – Largest net degree at the start of global routing: 16

Detailed routing
  – 1st-iter DRT viols: approximately 90
  – Vias/cell: 4.23
  – First drt pass iteration count: 4
  – Post-route antenna net violation count: 0
  – DRC violations left: 0
  – Diode count: 0
  – Final wirelength: 2200 um
  – DR vias: 871
  – Avg WL per Cell: roughly 11 um

Logic synthesis
  – Mux cell area share: 0.758%
  – Main logic family after synthesis: simple AND/OR/NAND/NOR gates
  – Synthesis area per yosys: 0.00132 mm^2
  – Xor/xnor share: 6.63%
  – Main area contributors: edfxtp_1 (45%), dfxtp_1 (12%), xnor2_1 (4.6%), nor2_1 (4.3%), ha_1 (2.8%)
  – Syn avg cell area: 11.7 um^2
  – Number of distinct library cells after synthesis: 36
  – Post-synthesis async set-or-reset flop share: 0%
  – Register share after synthesis: a little under three fifths
  – Yosys top cell by area: edfxtp_1
  – Top cells by count: edfxtp_1 (20), nor2_1 (15), dfxtp_1 (8)
  – Post-synthesis register bit count: 28
  – Yosys Warn Count: 1
  – Post-synth top flop: edfxtp_1
  – Simple-gate portion of the synthesized area: a little under a fifth
  – Flip-flops with a built-in enable: 20
  – Yosys adder share: between 2 and 3%
  – Mapped cell area: ~0.0013 mm^2
  – Yosys cell count: between 100 and 150
  – Synth Area in Compound Gates: 10.4%
  – Mapped Cells: between 100 and 150
  – Count leader, synth: edfxtp_1
  – Max-area cell share: between 40% and 50%

CTS
  – CTS H-tree lvls: 1
  – CTS tree: built
  – Clk slew on worst S/H paths: roughly 0.09 ns
  – Clock Sinks: 28
  – Root buf cell: clkbuf_8
  – Resized Gates After CTS: 0
  – CTS hold repair buffers: 0
  – Clock latency (worst-skew pair): around 0.27 ns
  – Clk buf depth: 2
  – Setup repair bufs after CTS: 0
  – Cts bufs inserted: 3

Flow run
  – Max cap viols: 0
  – OpenROAD warning count: 26

Final timing
  – Endpoints failing setup: 0
  – Fin. Hold Viols: 0
  – Min Tclk post-route: roughly 2.2 ns
  – Relative slew slack: 44.4%
  – Slew Limit Fails: 0
  – Final TNS setup: 0 ns
  – Tightest Pin Transition: 0.834 ns
  – Worst Skew: roughly 0.0020 ns
  – Highest clock rate: 464 MHz
  – RSZ-0062 raised after global routing: false
  – Crit share post-route: between 50% and 60%

Layout
  – Layout cells sized above 1: roughly 7.9%
  – Logic cell area: between 500 and 600 um^2
  – Seq. cell area: about 760 um^2
  – Max reg flops: 12
  – # fillers: around 730
  – Synthesis-to-layout area growth: 17.9%
  – Post-route cell area: about 0.0016 mm^2

Run status
  – Status: completed

Power and ir drop
  – Switching pwr: around 370 uW
  – Power share of the clock group: ~15%
  – Combinational Power Share: 27.6%
  – Internal power: about 650 uW
  – Sequential power share: a little under three fifths
  – Pwr dens: 651 mW/mm^2
  – Peak VDD IR: roughly 0.20 mV
  – Pleak: 0.541 nW
  – Net Sw Frac: a little over a third
  – Pwr Total: between 1 and 1.5 mW

Worst hold path
  – Worst Hold Class: reg2reg
stage by stage:
step	hold WS, ns	util (%)	setup slack, ns	std cells
2_1_floorplan	0.310	-	1.65	113
3_3_place_gp	0.315	22.4	1.80	202
3_5_place_dp	0.321	22.4	1.80	202
4_1_cts	0.343	23.1	1.72	206
5_1_grt	0.347	23.1	1.59	206
6_report	0.338	23.1	1.75	206
worst register-to-register path, stage by stage, from the launching register on:
cell       delay [ns]
edfxtp_1         0.47
ha_1             0.29
nor4_2           0.09
a2111oi_4        0.81
a21oi_1          0.14
a31o_1           0.21
placed cells by master (no fill, tap or decap), types with 2 or more instances in the layout:
cell type        synthesis  final
a21oi_1                  2      2
clkbuf_8                 0      3
clkdlybuf4s50_1          0     10
dfxtp_1                  8      8
edfxtp_1                20     20
ha_1                     3      3
inv_1                    7      7
nand2_1                  4      4
nand2b_1                 3      3
nand3_1                  7      7
nand4_1                  3      3
nor2_1                  15     15
nor3_1                   7      7
o21ai_0                  2      2
xnor2_1                  7      7
xor2_1                   3      3
layout make-up:
| type | instances | share of cell area (%) |
|---|---|---|
| clock inverter | 1 | 0.241 |
| inverter | 7 | 1.69 |
| sequential | 28 | 48.8 |
| multi-input combinational | 76 | 33.3 |
| timing repair buffer | 11 | 6.91 |
| tap | 80 | 6.43 |
| clock buffer | 3 | 2.65 |
routing by layer:
| metal | global-route usage (%) | up-vias | wire length, um |
|---|---|---|---|
| li1 | - | 442 | - |
| met1 | 6.23 | 410 | 1090 |
| met2 | 6.44 | 17 | 986 |
| met3 | 1.35 | 2 | 117 |
| met4 | 0.107 | 0 | 5 |
| met5 | 0 | - | 0 |
power by group through the flow:
| stage | Combinational [mW] | Sequential (mW) | Clock, mW |
|---|---|---|---|
| CTS | 0.281 | 0.578 | 0.160 |
| global route | 0.325 | 0.598 | 0.172 |
| finish | 0.280 | 0.581 | 0.154 |
final timing paths:
path / cells past startpoint / end / slack [ns] / startpoint
setup reg to reg: 5 / bit_index_reg[2] / 1.79 / clk_counter_reg[0]
hold / removal: 0 / data_bit / 0.34 / data_bit2
setup / recovery: 3 / done_tick / 1.75 / STATE_reg[0]
hold reg to reg: 0 / data_bit / 0.34 / data_bit2
kinds of logic (layout without fill, tap and decap cells):
| family | Yosys count | after routing |
|---|---|---|
| AND/OR/NAND/NOR | 47 | 47 |
| flip-flops | 28 | 28 |
| AND-OR/OR-AND | 15 | 15 |
| XOR/XNOR | 10 | 10 |
| buffers and inverters | 9 | 22 |
| adder cells (fa/ha/maj) | 3 | 3 |
| multiplexers | 1 | 1 |
Power figures rest on the tool's default switching activity, not on a simulated workload.
